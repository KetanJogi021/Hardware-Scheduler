===== flow/design.v =====
`timescale 1ns / 1ps
module sr_task_queue_block(in_tid, data_from_left_cell, parallel_data, data_from_right_cell, clk, que_act, que_blk, remove, enqueue, dequeue, empty_flag, schden_flag, out_tid, info_out);
    input [3:0] in_tid;
    input [31:0] data_from_left_cell, data_from_right_cell, parallel_data;
    input clk, que_act, que_blk, remove, enqueue, dequeue;
    output reg empty_flag, schden_flag;
    output reg [3:0] out_tid;
    output reg [31:0] info_out;
    reg [31:0] schden_info;
    reg [3:0] tid;
    always @(posedge clk)
    begin
        case({que_act,que_blk})
            2'b10: schden_flag <= 1'b1;
            2'b01: schden_flag <= 1'b0;
            default : schden_flag <= 1'b0;
        endcase
    end
    always @(posedge clk)
    begin
        case(remove)
            1'b0: empty_flag <= 1'b0;
            1'b1: empty_flag <= 1'b1;
            default : empty_flag <= 1'b0;
        endcase
    end
    always @(posedge clk)
    begin
        if(enqueue == 1'b1)
        begin
             if(in_tid > tid)
            begin
                schden_info <= data_from_right_cell;
                info_out <= schden_info;
                tid <= in_tid;
                out_tid <= in_tid;
            end 
            else if(in_tid < tid)
                begin
                    schden_info <= data_from_left_cell;
                    info_out <= schden_info;
                    out_tid <= in_tid;
                end
                else
                begin
                    schden_info <= parallel_data;
                    info_out <= schden_info;
                    tid <= in_tid;
                    out_tid <= in_tid;
                end
        end
        else
        begin
            schden_info = info_out;
            schden_info = schden_info - 1;
            info_out <= schden_info;
        end
    end   
endmodule

===== flow/run.sh =====
#!/bin/bash
# OpenROAD 26Q1-2900-gdf79404cd8, Yosys 0.63+post, stock flow scripts
make -C /OpenROAD-flow-scripts/flow DESIGN_CONFIG=/design/flow/config.mk WORK_HOME=/design/flow/orfs finish

===== flow/config.mk =====
export PLATFORM = sky130hd
export DESIGN_NAME = sr_task_queue_block
export DESIGN_NICKNAME = sr_task_queue_block
export VERILOG_FILES = /design/flow/design.v
export SDC_FILE = /design/flow/constraint.sdc
export NUM_CORES = 4
export LEC_CHECK = 1
export CORE_UTILIZATION = 50

===== flow/constraint.sdc =====
current_design sr_task_queue_block

set clk_period 8.1
set clk_io_pct 0.2

create_clock -name clk0 -period $clk_period [get_ports {clk}]

set non_clock_inputs [all_inputs -no_clocks]
set_input_delay [expr $clk_period * $clk_io_pct] -clock clk0 $non_clock_inputs
set_output_delay [expr $clk_period * $clk_io_pct] -clock clk0 [all_outputs]

==> summary.log <==
qor: worst_setup_path.criticalPathCategory in2reg
qor: synth.synth_cell_types 46
qor: synth.synth.ff_latch_count 74
qor: power.irDropWorstVdd 0.113 mV
qor: power.pwr-share-comb 0.250
qor: synth.dominantRegCellSynth sky130_fd_sc_hd__dfxtp_1
qor: detailed_routing.number_of_search_and_repair_iterations_in_the_first_detailed_routing_pass 7
qor: worst_setup_path.required 8150 ps
qor: detailed_routing.routed_wl 8190 um
qor: global_routing.grtUsageTotal 0.218
qor: global_routing.global_route_overflow 0
qor: global_routing.grt_pass1_wl 13300 um
qor: global_routing.pin_count_of_the_biggest_net_entering_global_routing 58
qor: worst_setup_path.path_max_fanout 34
qor: clock_network.insertion_delay 340 ps
qor: synth.post_synth_arst_share 0
qor: floorplanning.chip_area 7790 um^2
qor: final_layout.post_route_cells_drive_above_1_share 0.127
qor: worst_setup_path.critPathLaunchType input pin
qor: detailed_routing.drtAntennaViolNets 0
qor: detailed_routing.detail_route.wl_per_cell 13.1 um
qor: final_layout.fill_cells 523
qor: global_routing.first_global_vias 2967
qor: run.stage_log_warnings 27
qor: final_timing.final.setup.worst_slack 4670 ps
qor: power.p_clk_frac 0.308
qor: floorplanning.die_width 88.3 um
qor: final_timing.max_slew_margin 0.530
qor: power.cellInternalPower 0.000821 W
qor: final_layout.layout.cell_area.non_filler 5460 um^2
qor: detailed_routing.number_of_drc_violations_after_detailed_routing_iteration_0 87
qor: placed_design.gp_congestion 0.794
qor: run.drv_cap 0
qor: synth.synth.yosys.seq_area_share 0.420
qor: floorplanning.fp.dieH 88.3 um
qor: power.seq_power_share 0.443
qor: floorplanning.io_pins 144
qor: worst_setup_path.ff2ff_setup_slack 5400 ps
qor: clock_network.total_clock_buffers_created_by_cts 9
qor: hold_path.hold_path.class reg2reg
qor: detailed_routing.routed-via-count 3189
qor: synth.synthesis.area 3720 um^2
qor: final_timing.setup_tns 0 ps
qor: floorplanning.rows 31
qor: detailed_routing.total_inserted_antenna_cells 0
qor: power.power_switching 0.000279 W
qor: final_timing.rsz0062_at_grt no
qor: worst_setup_path.end_kind register
qor: clock_network.clkTransAtPathRegs 80 ps
qor: clock_network.hold_buffers 0
qor: worst_setup_path.worst_ep_arrival_time 3470 ps
qor: synth.synth-area-yosys 3720 um^2
qor: final_layout.layout.cells.most_common sky130_fd_sc_hd__clkdlybuf4s50_1
qor: placed_design.placedInstanceArea 5220 um^2
qor: power.power.static_leakage 2.23 nW
qor: detailed_routing.vias_per_cell 5.09
qor: final_layout.layout_top_cells sky130_fd_sc_hd__clkdlybuf4s50_1, sky130_fd_sc_hd__dfxtp_1, sky130_fd_sc_hd__a21oi_1, sky130_fd_sc_hd__mux2i_1, sky130_fd_sc_hd__inv_1
qor: synth.synth-edff-count 8
qor: final_timing.timing_max_transition_violations_final 0
qor: final_layout.syn_to_final_growth 46.7%
qor: final_timing.setup_viol 0
qor: synth.netlist_instances 387
qor: clock_network.cts.path.max_buffers 2
qor: detailed_routing.drc 0
qor: placed_design.port_buffers 142
qor: final_timing.fin_crit_sh 0.423
qor: placed_design.post-dp-hpwl 5960 um
qor: final_layout.seq_area 1560 um^2
qor: synth.syn_area_per_cell 9.61 um^2
qor: final_timing.maximum_clock_frequency 292 MHz
qor: final_timing.post-route-min-period 3430 ps
qor: final_timing.clock-skew-final 8.36 ps
qor: synth.yosysWarnings 1
qor: outcome.status completed
qor: power.switching_share 0.254
qor: final_timing.final_hold_viols 0
qor: clock_network.cts_tree yes
qor: clock_network.cts_repair_resize_count 0
qor: global_routing.antenna_violations_before_repair 0
qor: synth.synth.yosys.num_cells 387
qor: clock_network.clock_sinks 74
qor: placed_design.dp_worst_setup_slack 4310 ps
qor: clock_network.h_tree_depth_reported_by_cts 3
qor: floorplanning.initial_utilization 0.516
qor: clock_network.root_buffer sky130_fd_sc_hd__clkbuf_8
qor: final_layout.mi_logic_area 1930 um^2
qor: floorplanning.core-area 7210 um^2
qor: clock_network.cts_setup_buffers 0
qor: final_timing.tightestPinTransition 703 ps
qor: power.power.density 202 nW/um^2
-- layout make-up --
cell class | instances | area share
tap | 99 | 0.0227
multi-input combinational | 252 | 0.354
sequential | 74 | 0.286
clock buffer | 9 | 0.0227
clock inverter | 7 | 0.0216
timing repair buffer | 147 | 0.267
inverter | 38 | 0.0261
-- synthesized netlist by cell type (2+ instances only) --
| cell type | number | area [um^2] |
|---|---|---|
| sky130_fd_sc_hd__ha_1 | 5 | 62.6 |
| sky130_fd_sc_hd__nor4_1 | 9 | 56.3 |
| sky130_fd_sc_hd__buf_2 | 2 | 10.0 |
| sky130_fd_sc_hd__inv_1 | 38 | 143 |
| sky130_fd_sc_hd__nor4_2 | 2 | 25.0 |
| sky130_fd_sc_hd__clkbuf_1 | 18 | 67.6 |
| sky130_fd_sc_hd__o21ai_0 | 5 | 25.0 |
| sky130_fd_sc_hd__a31o_2 | 2 | 17.5 |
| sky130_fd_sc_hd__or2_2 | 4 | 25.0 |
| sky130_fd_sc_hd__xor2_1 | 2 | 17.5 |
| sky130_fd_sc_hd__o31ai_1 | 2 | 15.0 |
| sky130_fd_sc_hd__xnor2_1 | 13 | 114 |
| sky130_fd_sc_hd__and2_1 | 2 | 12.5 |
| sky130_fd_sc_hd__or4_1 | 5 | 37.5 |
| sky130_fd_sc_hd__mux2_2 | 31 | 349 |
| sky130_fd_sc_hd__nand3_1 | 2 | 10.0 |
| sky130_fd_sc_hd__o31a_1 | 5 | 43.8 |
| sky130_fd_sc_hd__nand4_1 | 5 | 31.3 |
| sky130_fd_sc_hd__nand2_1 | 5 | 18.8 |
| sky130_fd_sc_hd__dfxtp_1 | 66 | 1320 |
| sky130_fd_sc_hd__nor2_1 | 17 | 63.8 |
| sky130_fd_sc_hd__nor3_1 | 12 | 60.1 |
| sky130_fd_sc_hd__o41a_1 | 2 | 22.5 |
| sky130_fd_sc_hd__mux2i_1 | 45 | 450 |
| sky130_fd_sc_hd__edfxtp_1 | 8 | 240 |
| sky130_fd_sc_hd__a21oi_1 | 53 | 265 |
| sky130_fd_sc_hd__buf_1 | 2 | 7.51 |
| sky130_fd_sc_hd__or3_1 | 5 | 31.3 |
| sky130_fd_sc_hd__nor3b_1 | 3 | 22.5 |
-- power groups by stage --
stage         clock [W]  combinational, W  sequential, W
CTS            0.000344          0.000278       0.000487
global route   0.000358          0.000308       0.000496
finish         0.000338          0.000275       0.000487
-- per-stage QoR --
stage / hold WS, ps / power, W / std cells / util
final: 430 / 0.00110 / 626 / 0.756
after floorplan: 406 / 0.000616 / 387 / -
after global placement: 414 / 0.000762 / 610 / 0.723
after detailed placement: 421 / 0.000769 / 610 / 0.723
after CTS: 433 / 0.00111 / 626 / 0.756
after global routing: 444 / 0.00116 / 626 / 0.756
-- critical path: stages --
cell                              delay, ps
sky130_fd_sc_hd__clkdlybuf4s50_1        450
sky130_fd_sc_hd__ha_1                   340
sky130_fd_sc_hd__nand2_1                100
sky130_fd_sc_hd__o21ai_4                150
sky130_fd_sc_hd__buf_4                  490
sky130_fd_sc_hd__and2_1                 310
-- kinds of logic after synthesis --
logic type / synth area share
flip-flops: 0.420
XOR/XNOR: 0.0353
AND-OR/OR-AND: 0.114
AND/OR/NAND/NOR: 0.135
multiplexers: 0.215
buffers and inverters: 0.0642
adder cells (fa/ha/maj): 0.0168
-- layer usage --
metal / global-route usage / vias up / part of all wire
met3: 0.0473 / 10 / 0.069
met2: 0.341 / 84 / 0.44
li1: - / 1646 / -
met1: 0.334 / 1449 / 0.48
met5: 0 / - / 0
met4: 0.0279 / 0 / 0.013
-- worst paths after layout --
kind,start,endpoint,cells past startpoint
worst max register to register,info_out[2],info_out[13],5
worst min register to register,schden_info[2],info_out[2],2
worst min-delay path,schden_info[2],info_out[2],2
worst max-delay path,in_tid[3],tid[3],6
-- state kept, by name, indices dropped and copies added, names as in the netlist --
name,count
out_tid,4
schden_info,32
info_out,32
empty_flag,1
tid,4
schden_flag,1
Power is estimated from default activity; no workload was simulated.
