File: flow/design.v
`timescale 1ns / 1ps
module sr_task_queue_block_tail(in_tid, parallel_data, data_from_right_cell, clk, que_act, que_blk, remove, enqueue, dequeue, empty_flag, schden_flag, out_tid, info_out);
    input [3:0] in_tid;
    input [31:0] data_from_right_cell, parallel_data;
    input clk, que_act, que_blk, remove, enqueue, dequeue;
    output reg empty_flag, schden_flag;
    output reg [3:0] out_tid;
    output reg [31:0] info_out;
    reg [31:0] schden_info;
    reg [3:0] tid;
    always @(posedge clk)
    begin
        case({que_act,que_blk})
            2'b10: schden_flag <= 1'b1;
            2'b01: schden_flag <= 1'b0;
            default : schden_flag <= 1'b0;
        endcase
    end
    always @(posedge clk)
    begin
        case(remove)
            1'b0: empty_flag <= 1'b0;
            1'b1: empty_flag <= 1'b1;
            default : empty_flag <= 1'b0;
        endcase
    end
    always @(posedge clk)
    begin
        if(enqueue == 1'b1)
        begin
             if(in_tid > out_tid)
            begin
                schden_info <= data_from_right_cell;
                info_out <= schden_info;
                tid <= in_tid;
                out_tid <= in_tid;
            end 
            else
            begin
                schden_info <= parallel_data;
                info_out <= schden_info;
                tid <= in_tid;
                out_tid <= in_tid;
            end
        end
        else
        begin
            schden_info = info_out;
            schden_info = schden_info -1;
            info_out <= schden_info;
        end
    end   
endmodule
File: flow/run.sh
#!/bin/bash
# OpenROAD 26Q1-2900-gdf79404cd8, Yosys 0.63+post, stock flow scripts
make -C /OpenROAD-flow-scripts/flow DESIGN_CONFIG=/design/flow/config.mk WORK_HOME=/design/flow/orfs finish
File: flow/config.mk
export PLATFORM = sky130hd
export DESIGN_NAME = sr_task_queue_block_tail
export DESIGN_NICKNAME = sr_task_queue_block_tail
export VERILOG_FILES = /design/flow/design.v
export SDC_FILE = /design/flow/constraint.sdc
export NUM_CORES = 4
export LEC_CHECK = 1
export CORE_UTILIZATION = 30
File: flow/constraint.sdc
current_design sr_task_queue_block_tail

set clk_period 10.6
set clk_io_pct 0.2

create_clock -name clk0 -period $clk_period [get_ports {clk}]

set non_clock_inputs [all_inputs -no_clocks]
set_input_delay [expr $clk_period * $clk_io_pct] -clock clk0 $non_clock_inputs
set_output_delay [expr $clk_period * $clk_io_pct] -clock clk0 [all_outputs]
==> results.txt <==
Status = completed
Number of global-route vias before repair = 2675
Post-CTS setup-driven buffer insertion count = 0
Vias/cell = 4.67
Top cells by count = dfxtp_1 (66), nand2_1 (56), inv_1 (36), a21oi_1 (31), a31oi_1 (26)
IO Port Bufs = 110
Top logic family = simple AND/OR/NAND/NOR gates
Routed WL = 8.16 mm
Worst Setup SP = in_tid[1]
VDD IR max = 0.0000569 V
Reg2reg end = schden_info[24]
Share of layout cells above drive strength 1 = 6.68%
Startpoint Class = input pin
Seq share, synth = 44.2%
Placed Area = 0.00448 mm2
Ys flop type = dfxtp_1
Relative slew slack = 48.3%
Fin. max-slew vios = 0
Period minus WS final = 4.16 ns
Fa+ha+maj area frac = 1.92%
PwrDens = 164 mW/mm2
Final cell count without fillers = 630
Count leader, synth = dfxtp_1
Cell mode on critical path = mux2i_1
Met3 usage = 3.25%
Final ANT Viol Nets = 0
Chip area = 0.0113 mm2
XOR Share, Synth = 3.76%
CP Cell Sequence = clkdlybuf4s50_1 -> ha_1 -> nor2b_1 -> o211ai_1 -> a21oi_4 -> buf_4 -> mux2i_1 -> mux2i_1
Synthesis-to-finish area growth = 43.2%
HPWL after DPL = 5.94 mm
Initial Util = 31.3%
Pwr Total = 768 uW
Clock sinks = 70
Post-synth ARST share = 0%
R2r startpoint = info_out[0]
First-pass GRT wire length = 12.7 mm
Crit Path Category = in -> reg
Met1 Track Usage GR = 20.8%
RSZ-0062 raised after global routing = no
Top delay family on crit path = buffers and inverters
Cycle use final = 39.3%
WP data required = 10.81 ns
CORE AREA = 0.0104 mm2
Aoi share = 13.0%
Skew final = 0.0104 ns
Area leader, netlist = dfxtp_1
Mux share of post-synthesis cell area = 6.63%
Hold Vio Cnt, Final = 0
Met2 usage = 23.1%
Hold path start = schden_info[17]
Worst reg2reg path depth = 7
Log Warnings = 26
Main area contributors = dfxtp_1 (40%), nand2_1 (6.4%), a31oi_1 (5.0%)
GRT overflow = 0
# IOs = 112
Number of cells in Yosys stat = 388
Initial antenna violation count = 0
Critical path peak fanout = 19
R2R Setup Slk = 7.91 ns
Achievable Freq = 0.240 GHz
Slowest stage cell, crit path = a21oi_4
Setup-failing EPs final = 0
Hold Path Depth = 2
Post-synth cell types = 46
Yosys warning count = 1
Chip Width = 106 um
Final Cell Area = 0.00468 mm2
Placed Cells = 615
Max Cap Viol = 0
Ant. Diodes = 0
GP Congestion = 0.795
Register bit count reported by yosys = 70
Core Util, Final = 44.9%
Clock tree root driver cell = clkbuf_8
Deepest clock path buffer count = 2
Post-Syn Area = 0.00326 mm2
H-Tree Depth = 3
Yosys chip area = 0.00326 mm2
Worst path bufs/invs = 2
DIE HEIGHT = 106 um
Hold path endpoint = info_out[17]
GR peak layer = met2
Clock Latency Late Sink = 0.34 ns
DRT Pass-1 Iters = 4
Worst Tran Pin Value = 0.765 ns
Row Count = 37
Pin count of the biggest net entering global routing = 56
Count of hold-fix buffers inserted at cts = 0
Crit path capture type = register
WP data arrival = 4.38 ns
DR WL/cell = 12.9 um
Slowest stage delay, CP = 0.51 ns
Detailed-route DRC error count = 0
Post-cts resize count = 0
Synth Area per Inst = 8.41 um2
Top cell area share = 40.5%
Tot GR Track Use = 14.4%
Leakage = 0.00191 uW
Mapped Cells = 388
Number of synthesized flops with an enable pin = 4
Iteration-0 DRC Markers = 71
Total number of vias = 2945
HP Class = reg -> reg
Setup TNS = 0 ns
CTS tree = done
Worst-path clk slew = 0.07 ns
TritonCTS buffer count = 9
Simple share = 23.5%
-- tightest hold or removal path, cell delays in order, from the launching register on --
cell     delay (ns)
dfxtp_1        0.29
inv_1          0.04
a21oi_1        0.05
-- where the power goes --
part           switching, uW  total [uW]  internal (uW)
sequential              46.6         365            318
clock                   93.0         209            116
combinational           75.0         194            119
-- flip-flops by register name, summed over array words and instances (netlist names) --
name and flops:
schden_flag 1, info_out 32, out_tid 4, empty_flag 1, schden_info 32
-- placed cells by master (no fill, tap or decap), types with 2 or more instances in the layout --
cell / count
a21oi_1: 30
a31o_2: 2
a31oi_1: 26
buf_4: 5
clkbuf_8: 14
clkdlybuf4s50_1: 109
dfxtp_1: 66
edfxtp_1: 4
ha_1: 5
inv_1: 36
mux2_2: 4
mux2i_1: 16
nand2_1: 56
nand2b_1: 2
nand3_1: 2
nand4_1: 5
nor2_1: 24
nor2b_1: 7
nor3_1: 12
nor3b_1: 2
nor4_1: 12
nor4b_1: 3
o21ai_0: 5
o31ai_1: 2
or2_2: 2
or3_1: 5
or4_1: 6
xnor2_1: 4
xor2_1: 10
-- area by class of cell --
cell class | instances | area, um2
flip-flops and latches | 70 | 1440
clock buffers | 15 | 196
inverters | 36 | 135
repair buffers | 114 | 1130
well taps | 136 | 170
fillers | 1034 | 5740
multi-input cells | 259 | 1600
-- per-stage QoR --
stage / hold WS, ns / setup WS, ns
CTS: 0.428 / 6.35
floorplan: 0.406 / 6.87
global route: 0.443 / 6.24
detailed placement: 0.419 / 5.98
finish: 0.424 / 6.44
global placement: 0.413 / 6.03
-- cell families after synthesis --
logic type / after synthesis
mux: 21
buf+inv: 59
simple gates: 147
xor+xnor: 14
fa+ha+maj: 5
flops: 70
compound gates: 72
-- worst max-delay path by stage --
stage                 depth (start not counted)  slack, ns              end
after CTS                                     8       6.35  schden_info[22]
after global routing                          8       6.24  schden_info[22]
final                                         8       6.44  schden_info[22]
-- layer usage --
| metal | routed length, um | vias to the layer above | share of wire (%) |
|---|---|---|---|
| met5 | 0 | - | 0 |
| met4 | 87 | 0 | 1.1 |
| met3 | 518 | 7 | 6.3 |
| met2 | 3570 | 83 | 44 |
| met1 | 3990 | 1303 | 49 |
| li1 | - | 1552 | - |
Power figures rest on the tool's default switching activity, not on a simulated workload.
