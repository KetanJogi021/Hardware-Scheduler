===== design/flow/config.mk =====
export PLATFORM = sky130hd
export DESIGN_NAME = sr_task_queue_block_head
export DESIGN_NICKNAME = sr_task_queue_block_head
export VERILOG_FILES = /design/flow/design.v
export SDC_FILE = /design/flow/constraint.sdc
export NUM_CORES = 4
export LEC_CHECK = 1
export CORE_UTILIZATION = 50

===== design/flow/constraint.sdc =====
current_design sr_task_queue_block_head

set clk_period 8.0
set clk_io_pct 0.2

create_clock -name clk0 -period $clk_period [get_ports {clk}]

set non_clock_inputs [all_inputs -no_clocks]
set_input_delay [expr $clk_period * $clk_io_pct] -clock clk0 $non_clock_inputs
set_output_delay [expr $clk_period * $clk_io_pct] -clock clk0 [all_outputs]

===== design/flow/design.v =====
`timescale 1ns / 1ps
module sr_task_queue_block_head(in_tid, data_from_left_cell, parallel_data, clk, que_act, que_blk, remove, enqueue, dequeue, empty_flag, schden_flag, out_tid, info_out);
    input [3:0] in_tid;
    input [31:0] data_from_left_cell, parallel_data;
    input clk, que_act, que_blk, remove, enqueue, dequeue;
    output reg empty_flag, schden_flag;
    output reg [3:0] out_tid;
    output reg [31:0] info_out;
    reg [31:0] schden_info;
    reg [3:0] tid;
    always @(posedge clk)
    begin
        case({que_act,que_blk})
            2'b10: schden_flag <= 1'b1;
            2'b01: schden_flag <= 1'b0;
            default : schden_flag <= 1'b0;
        endcase
    end
    always @(posedge clk)
    begin
        case(remove)
            1'b0: empty_flag <= 1'b0;
            1'b1: empty_flag <= 1'b1;
            default : empty_flag <= 1'b0;
        endcase
    end
    always @(posedge clk)
    begin
        if(enqueue == 1'b1)
        begin
                if(in_tid < out_tid)
                begin
                    schden_info <= data_from_left_cell;
                    info_out <= schden_info;
                    tid <= in_tid;
                    out_tid <= in_tid;
                end
                else
                begin
                    schden_info <= parallel_data;
                    info_out <= schden_info;
                    tid <= in_tid;
                    out_tid <= in_tid;
                end
        end
        else
        begin
            schden_info = info_out;
            schden_info = schden_info -1;
            info_out <= schden_info;
        end
    end   
endmodule

===== design/flow/run.sh =====
#!/bin/bash
# OpenROAD 26Q1-2900-gdf79404cd8, Yosys 0.63+post, stock flow scripts
make -C /OpenROAD-flow-scripts/flow DESIGN_CONFIG=/design/flow/config.mk WORK_HOME=/design/flow/orfs finish

==> run_summary.xml <==
<?xml version="1.0" encoding="UTF-8"?>
<metrics>
  <group name="run_status">
    <metric name="outcome" unit="">finished, final reports clean</metric>
  </group>
  <group name="timing">
    <metric name="max-slew-margin-rel" unit="%">55.3</metric>
    <metric name="grt_setup_unrepaired" unit="">false</metric>
    <metric name="hold_violations" unit="">0</metric>
    <metric name="slew_viol_final" unit="">0</metric>
    <metric name="setup_violations" unit="">0</metric>
    <metric name="fmax" unit="GHz">0.270</metric>
    <metric name="final_worst_path_period_share" unit="%">46.3</metric>
    <metric name="final.min_clock_period" unit="ns">3.70</metric>
    <metric name="fin_skew" unit="ns">0.00930</metric>
    <metric name="max_slew.worst_pin.slew" unit="ns">0.670</metric>
    <metric name="tns" unit="ns">0</metric>
  </group>
  <group name="placed_design">
    <metric name="port_buffers" unit="">110</metric>
    <metric name="gpl.final_weighted_congestion" unit="">0.801</metric>
    <metric name="hpwl_after_dpl" unit="um">5080</metric>
  </group>
  <group name="logic_synthesis">
    <metric name="synth-main-ff-cell" unit="">dfxtp_1</metric>
    <metric name="synth.top_cell.area_share" unit="%">40.3</metric>
    <metric name="mappedNetlistArea" unit="um^2">3280</metric>
    <metric name="synth_area_per_cell" unit="um^2">8.67</metric>
    <metric name="post_synth_main_area_contributors" unit="">dfxtp_1 (40%), nand2_1 (6.6%), mux2i_1 (5.5%), a31oi_1 (4.8%), inv_1 (4.1%)</metric>
    <metric name="synthCells" unit="">378</metric>
    <metric name="ys.warnings.count" unit="">1</metric>
    <metric name="top_area_cell" unit="">dfxtp_1</metric>
    <metric name="number_of_cells_in_yosys_stat" unit="">378</metric>
    <metric name="postSynthRegisterBits" unit="">70</metric>
    <metric name="synth-edff-count" unit="">4</metric>
    <metric name="postSynthSeqShare" unit="%">44.0</metric>
    <metric name="synth.yosys.chip_area" unit="um^2">3280</metric>
    <metric name="distinct_lib_cells" unit="">40</metric>
    <metric name="async_reset_ff_share" unit="%">0</metric>
  </group>
  <group name="cts">
    <metric name="cts_buffer_depth" unit="">2</metric>
    <metric name="cts_inserted_buffers" unit="">9</metric>
    <metric name="cts_hold_buf" unit="">0</metric>
    <metric name="post_cts_resized" unit="">0</metric>
    <metric name="cts.sinks" unit="">70</metric>
    <metric name="clock_tree_from_tritoncts" unit="">built</metric>
    <metric name="cts.root.buffer_cell" unit="">clkbuf_8</metric>
    <metric name="insertion_delay" unit="ns">0.34</metric>
    <metric name="htreeDepth" unit="">3</metric>
    <metric name="number_of_buffers_inserted_by_post_cts_setup_repair" unit="">0</metric>
    <metric name="clkSlewWorstSetupHoldPaths" unit="ns">0.08</metric>
  </group>
  <group name="cells_and_area">
    <metric name="area.growth.synth_to_final" unit="%">40.1</metric>
    <metric name="drive_above_1_share" unit="%">7.76</metric>
    <metric name="num-fill-cells" unit="">488</metric>
  </group>
  <group name="drt">
    <metric name="wire_per_inst" unit="um">12.3</metric>
    <metric name="drt_pre_antenna_iters" unit="">4</metric>
    <metric name="remaining_drc_errors" unit="">0</metric>
    <metric name="finalWirelength" unit="um">7000</metric>
    <metric name="via_count" unit="">2879</metric>
    <metric name="ant_nets" unit="">0</metric>
    <metric name="detail_route.antenna_diodes" unit="">0</metric>
    <metric name="routed_via_density" unit="">5.08</metric>
    <metric name="detailed_route_iter0_violations" unit="">97</metric>
  </group>
  <group name="floorplan">
    <metric name="io_pins" unit="">112</metric>
    <metric name="chipHeight" unit="um">82.9</metric>
    <metric name="design.die.area" unit="um^2">6880</metric>
    <metric name="floorplan.initialDensity" unit="%">51.6</metric>
    <metric name="std_cell_rows" unit="">29</metric>
    <metric name="core_area" unit="um^2">6350</metric>
    <metric name="die.size.x" unit="um">82.9</metric>
  </group>
  <group name="setup_path">
    <metric name="critical_path_peak_fanout" unit="">20</metric>
    <metric name="cp.buffers_inverters" unit="">2</metric>
    <metric name="cp.required" unit="ns">8.20</metric>
    <metric name="cp_num_cells" unit="">8</metric>
    <metric name="worst_ep_arrival_time" unit="ns">3.90</metric>
    <metric name="worst_r2r_path_depth" unit="">8</metric>
    <metric name="worstSetupEndpointType" unit="">register</metric>
    <metric name="startpoint_type" unit="">input port</metric>
    <metric name="timing.critical_path.cells" unit="">clkdlybuf4s50_1 &gt; ha_1 &gt; o21a_1 &gt; nor2_1 &gt; a21o_1 &gt; buf_4 &gt; mux2i_1 &gt; mux2i_1</metric>
    <metric name="critical-path-top-cell-by-count" unit="">mux2i_1</metric>
    <metric name="worst-setup-path-type" unit="">in2reg</metric>
    <metric name="cp_top_family" unit="">buffers and inverters</metric>
    <metric name="critPathMaxStageDelay" unit="ns">0.54</metric>
    <metric name="cpMaxStageDelayCell" unit="">a21o_1</metric>
  </group>
  <group name="worst_hold_path">
    <metric name="hold_path_class" unit="">reg2reg</metric>
    <metric name="timing.hold.worst_path_depth" unit="">2</metric>
  </group>
  <group name="grt">
    <metric name="grt_pass1_wl" unit="um">12300</metric>
    <metric name="antenna_found_initial" unit="">0</metric>
    <metric name="grt_pass1_vias" unit="">2653</metric>
    <metric name="overflow" unit="">0</metric>
    <metric name="grt.total_usage" unit="%">22.1</metric>
    <metric name="grt_start_max_net_pins" unit="">59</metric>
  </group>
  <group name="power">
    <metric name="cellPowerDensity" unit="nW/um^2">217</metric>
    <metric name="post-layout-total-power" unit="mW">0.998</metric>
    <metric name="irDropWorstVdd" unit="mV">0.181</metric>
    <metric name="p_leak" unit="nW">1.90</metric>
  </group>
  <group name="run">
    <metric name="timing.max_cap.violations" unit="">0</metric>
    <metric name="log.warning_count" unit="">27</metric>
  </group>
</metrics>
-- where the power goes --
group / internal (mW) / switching (mW)
combinational: 0.162 / 0.101
sequential: 0.423 / 0.0719
clock: 0.111 / 0.129
total: 0.696 / 0.302
-- Yosys cell counts, types with 2 or more instances --
cell type,n
a21oi_1,26
a31oi_1,25
buf_1,2
clkbuf_1,13
dfxtp_1,66
edfxtp_1,4
ha_1,4
inv_1,36
mux2_2,3
mux2i_1,18
nand2_1,58
nand2b_1,3
nand3_1,4
nand4_1,4
nand4_2,3
nor2_1,23
nor2b_1,6
nor3_1,14
nor3_4,2
nor3b_1,5
nor4_1,10
nor4_2,4
nor4_4,3
o21a_1,2
o21ai_0,4
o21ai_1,5
o31a_1,4
xnor2_1,9
xor2_1,7
-- registers in the layout, summed over array words and instances, names as in the netlist --
register,count
info_out,32
schden_info,32
out_tid,4
empty_flag,1
schden_flag,1
-- layout by cell type (no fill, tap or decap), types with 10 or more instances in the layout --
cell,count
a31oi_1,25
mux2i_1,18
clkdlybuf4s50_1,109
dfxtp_1,66
inv_1,36
nor2_1,23
nor4_1,10
nor3_1,14
nand2_1,58
a21oi_1,25
-- metrics by stage --
| stage | util, % | setup WS [ns] | cell area (um^2) | instances | hold WS, ns |
|---|---|---|---|---|---|
| 6_report | 72.3 | 4.30 | 4590 | 567 | 0.434 |
| 4_1_cts | 72.3 | 4.27 | 4590 | 567 | 0.436 |
| 5_1_grt | 72.3 | 4.09 | 4590 | 567 | 0.447 |
| 3_5_place_dp | 69.7 | 3.91 | 4420 | 551 | 0.421 |
| 2_1_floorplan | - | 4.94 | 3280 | 378 | 0.406 |
| 3_3_place_gp | 69.7 | 3.98 | 4420 | 551 | 0.412 |
-- logic make-up (layout without fill, tap and decap cells) --
kind of cell / count (synthesis) / after routing / synth area share, %
muxes: 22 / 22 / 6.88
and+or+nand+nor: 145 / 145 / 24.9
adders and majority gates: 4 / 4 / 1.53
xor gates and xnor gates: 16 / 16 / 4.28
buffers and inverters: 53 / 165 / 6.34
DFF: 70 / 70 / 44.0
AOI/OAI and AO/OA: 68 / 68 / 12.1
-- worst min-delay path, stage by stage, from the launching register on --
cell,delay (ns)
dfxtp_1,0.30
inv_1,0.04
a21oi_1,0.05
-- path summary, 6_finish.rpt --
kind                        from              end  slack [ns]
hold reg to reg   schden_info[3]      info_out[3]        0.43
setup reg to reg      out_tid[2]  schden_info[12]        5.61
hold / removal    schden_info[3]      info_out[3]        0.43
setup / recovery       in_tid[2]  schden_info[12]        4.30
-- area by class of cell --
type                    count  area (um^2)  share of cell area, %
repair buffers            113         1120                   24.4
inverters                  36          135                   2.94
clock inverters             6         38.8                  0.845
multi-input cells         255         1630                   35.5
well taps                  77         96.3                   2.10
clock buffers              10          128                   2.78
flip-flops and latches     70         1440                   31.4
-- per-layer routing --
metal	GRT usage [%]	share of wire [%]
met1	34.3	50
met5	0	0
met3	5.45	5.9
met4	2.82	1.1
met2	33.3	43
Power and IR drop assume default switching activity.
